==> design/flow/design.v <==
module UCIE_ctl_RX_FSM(
  input wire        i_clk,
  input wire        i_rst,
  input wire [3:0]  i_state_request,
  input wire        i_overflow_detected,
  output reg        o_buffer_enable,
  output reg        o_overflow_detected
  );
  reg [2:0] r_current_state                  ;
  reg [2:0] r_next_state                     ;
  localparam IDEL     =3'b1,
             ACTIVE   =3'b10,
             OVERFLOW =3'b100                ;
always @(posedge i_clk or negedge i_rst)
begin
  if(!i_rst)begin
    r_current_state<=IDEL                    ;
  end else begin
    r_current_state<=r_next_state            ;
  end
end
always @(*)begin
  case(r_current_state)
    IDEL    : begin
               if(i_state_request)begin
                  r_next_state  = ACTIVE   ;
                end else begin
                  r_next_state  = IDEL     ;
               end
             end
    ACTIVE  : begin
               if(!i_state_request)begin
                  r_next_state  = IDEL     ;
                end else if(i_overflow_detected)begin
                  r_next_state  = OVERFLOW ;
               end
              end
    OVERFLOW : begin
                r_next_state  = IDEL  ;
              end
    default : begin
                r_next_state  = IDEL  ;
              end
   endcase
 end
always @(*) begin
  case (r_current_state)
   IDEL       : begin 
               o_overflow_detected   = 1'b0  ;
               o_buffer_enable       = 1'b0  ; 
              end
    ACTIVE     : begin
               o_buffer_enable       = 1'b1  ;
               o_overflow_detected   = 1'b0  ;
              end
    OVERFLOW   : begin
                o_overflow_detected  = 1'b1  ;
              end
    default    : begin
               o_overflow_detected   = 1'b0  ;
               o_buffer_enable       = 1'b0  ;
             end
  endcase
end
endmodule
module UCIE_ctl_RX_TOP #( parameter NBYTES=8)(
  input wire                    i_clk,
  input wire                    i_rst,
  input wire              [3:0] i_state_request,
  input wire [(NBYTES*8)-1:0]   i_rdi_pl_data,
  input wire                    i_rdi_pl_valid,
  output [(NBYTES*8)-1:0]    o_fdi_data,
  output                     o_fdi_data_valid,
  output                     o_overflow_detected
);
wire w_buffer_enable;
wire w_overflow_detected;
UCIE_ctl_RX_buffer #(.NBYTES(NBYTES)) BUF(
  .i_clk(i_clk),
  .i_rst(i_rst),
  .i_rdi_pl_data(i_rdi_pl_data),
  .i_rdi_pl_valid(i_rdi_pl_valid),
  .o_fdi_data(o_fdi_data),
  .o_fdi_data_valid(o_fdi_data_valid),
  .o_overflow_detected(w_overflow_detected),
  .i_buffer_en(w_buffer_enable)
);
UCIE_ctl_RX_FSM FSM (
  .i_clk(i_clk),
  .i_rst(i_rst),
  .i_state_request(i_state_request),
  .o_overflow_detected(o_overflow_detected),
  .o_buffer_enable(w_buffer_enable),
  .i_overflow_detected(w_overflow_detected)
);
endmodule
module UCIE_ctl_RX_buffer #(parameter NBYTES=8 , DEPTH=4)(
  input wire                    i_clk,
  input wire                    i_rst,
  input wire [(NBYTES*8)-1:0]   i_rdi_pl_data,
  input wire                    i_rdi_pl_valid,
  input wire                    i_buffer_en,
  output reg [(NBYTES*8)-1:0]   o_fdi_data,
  output reg                    o_fdi_data_valid,
  output reg                    o_overflow_detected
  );
  reg [(NBYTES*8)-1:0] r_mem [DEPTH-1:0];
  reg [$clog2(DEPTH)-1:0] r_rd_ptr,r_wr_ptr   ;
  reg [$clog2(DEPTH):0]  r_count             ;
  reg [4:0]i;
  always@(posedge i_clk or negedge i_rst)begin
    if(!i_rst)begin
      for (i = 0 ; i <DEPTH; i=i+1) begin
        r_mem[i]            <='b0;
      end
      r_wr_ptr            <=0;
      r_rd_ptr            <=0;
      r_count             <=0;
      o_overflow_detected <=0;
    end
    else if(i_buffer_en && i_rdi_pl_valid)begin
        if(r_count < DEPTH)begin
          r_mem[r_wr_ptr] <=i_rdi_pl_data;
          if(!(i_buffer_en && (DEPTH >= r_count) && (r_count > 0) ))  begin
            r_count         <=r_count+1    ;
          end
          r_wr_ptr        <=r_wr_ptr+1   ;
        end else begin
          o_overflow_detected <= 1       ;
        end
      end 
  end
  always@(posedge i_clk or negedge i_rst)begin
      if (!i_rst) begin
         o_fdi_data_valid    <=0;
         o_fdi_data          <='b0;
      end
      else if(i_buffer_en && (DEPTH >= r_count) && (r_count > 0))begin
       o_fdi_data_valid <= 1              ;
       o_fdi_data       <= r_mem[r_rd_ptr];
       r_rd_ptr         <= r_rd_ptr + 1   ;
       if( !(i_buffer_en && i_rdi_pl_valid)) begin
          r_count          <=r_count-1 ;
       end
     end else begin
       o_fdi_data_valid <= 0              ;
     end
  end
endmodule 
==> design/flow/run.sh <==
#!/bin/bash
# OpenROAD 26Q1-2900-gdf79404cd8, Yosys 0.63+post, stock flow scripts
make -C /OpenROAD-flow-scripts/flow DESIGN_CONFIG=/design/flow/config.mk WORK_HOME=/design/flow/orfs finish
==> design/flow/config.mk <==
export PLATFORM = sky130hd
export DESIGN_NAME = UCIE_ctl_RX_TOP
export DESIGN_NICKNAME = UCIE_ctl_RX_TOP
export VERILOG_FILES = /design/flow/design.v
export SDC_FILE = /design/flow/constraint.sdc
export NUM_CORES = 4
export LEC_CHECK = 1
export CORE_UTILIZATION = 50
==> design/flow/constraint.sdc <==
current_design UCIE_ctl_RX_TOP

set clk_period 11.5
set clk_io_pct 0.2

create_clock -name clk0 -period $clk_period [get_ports {i_clk}]

set non_clock_inputs [all_inputs -no_clocks]
set_input_delay [expr $clk_period * $clk_io_pct] -clock clk0 $non_clock_inputs
set_output_delay [expr $clk_period * $clk_io_pct] -clock clk0 [all_outputs]
==> metrics.cfg <==
[logic_synthesis]
yosys_cells=324
yosysTopAreaCell=dfrtp_1
synth_top_area_share_pct=59.7
ys_warn_count=3
synthTopCellsByCount=dfrtp_1 (137), mux2_4 (60), mux2_1 (48)
ys_chip_area_um2=5740
area_leaders=dfrtp_1 (60%), mux2_4 (16%), mux2_1 (9.4%)
ys.flop_type=dfrtp_1
top_cell=dfrtp_1
synth-edff-count=3
ys_types=31
ys.flops=145
postSynth.asyncResetShare_pct=95.2

[status]
stop_stage=1_2_yosys
error_line=ERROR: Found 3 problems in 'check -assert'.
outcome=aborted with a tool error

==> logic make-up after synthesis <==
kind of cell	count (synthesis)	synth area share [%]
flops	141	61.8
xor+xnor	4	0.611
latches	4	1.05
fa+ha+maj	4	0.872
compound gates	5	0.807
buf+inv	20	3.66
simple gates	17	1.98
mux	129	29.2
