[./run.sh]
#!/bin/bash
# OpenROAD 26Q1-2900-gdf79404cd8, Yosys 0.63+post, stock flow scripts
make -C /OpenROAD-flow-scripts/flow DESIGN_CONFIG=/design/flow/config.mk WORK_HOME=/design/flow/orfs finish
[./design.v]
module FIFO_wptr (w_clk,wrst_n,winc,wfull,waddr,gray_wptr,gray_rptr);
	parameter POINTER_WIDTH=4;
	input w_clk,wrst_n;
	input winc;
	input [POINTER_WIDTH-1:0]gray_rptr;
	output  [POINTER_WIDTH-2:0] waddr;
	output  [POINTER_WIDTH-1:0] gray_wptr;
	output  wfull;
	reg [POINTER_WIDTH-1:0]wptr; 
	always @(posedge w_clk or negedge wrst_n) begin
		if(!wrst_n)
			wptr<=0;
		else begin
			if(!wfull && winc)
				wptr<=wptr+1;
		end	
	end
	binary_to_gray #(.POINTER_WIDTH( POINTER_WIDTH )) b2g(wptr,gray_wptr);
	assign waddr=wptr[POINTER_WIDTH-2:0];
	assign wfull=  (gray_wptr[POINTER_WIDTH-1] != gray_rptr[POINTER_WIDTH-1] 
				&& gray_wptr[POINTER_WIDTH-2] != gray_rptr[POINTER_WIDTH-2] 
				&& gray_wptr[POINTER_WIDTH-3:0] == gray_rptr[POINTER_WIDTH-3:0] );
endmodule	
module binary_to_gray (binary,gray);
	parameter POINTER_WIDTH = 4;
	input [POINTER_WIDTH-1:0] binary;
	output reg [POINTER_WIDTH-1:0] gray;
	integer i;
	always @(*) begin
		gray[POINTER_WIDTH-1] = binary[POINTER_WIDTH-1];
		for (i=POINTER_WIDTH-2;i>=0;i=i-1) begin
			gray[i]=binary[i+1]^binary[i];
		end
	end
endmodule
[./constraint.sdc]
current_design FIFO_wptr

set clk_period 4.0
set clk_io_pct 0.2

create_clock -name clk0 -period $clk_period [get_ports {w_clk}]

set non_clock_inputs [all_inputs -no_clocks]
set_input_delay [expr $clk_period * $clk_io_pct] -clock clk0 $non_clock_inputs
set_output_delay [expr $clk_period * $clk_io_pct] -clock clk0 [all_outputs]
[./config.mk]
export PLATFORM = sky130hd
export DESIGN_NAME = FIFO_wptr
export DESIGN_NICKNAME = FIFO_wptr
export VERILOG_FILES = /design/flow/design.v
export SDC_FILE = /design/flow/constraint.sdc
export NUM_CORES = 4
export LEC_CHECK = 1
export CORE_AREA = 10 10 70 70
export DIE_AREA = 0 0 80 80
==> reports/metrics.yaml <==
final_cell_mix: "clkdlybuf4s50_1, xor2_1, dfrtp_1"
synth_sequential_area_ratio: 0.360
cts_tree: "done"
area_growth_syn_to_layout_pct: 77.5
fp_util: 0.0813
post-place-ws_ps: 937
numCtsBuffers: 3
lay_top_count: "clkdlybuf4s50_1"
ys_types: 12
die_area_um2: 6400
max_freq_mhz: 328
grt_pass1_wl_um: 1110
synth_flop_count: 4
placed_cell_area_um2: 470
viasPerCell: 2.57
hold_violations: 0
cap_violations: 0
route.detailed.drc: 0
insertedDiodeCount: 0
gp_congestion: 0.650
ys_warn_count: 2
clock_path_buffers: 2
worst-setup-path-type: "input pin to output pin"
fin_area_um2: 493
p_per_area_nw_per_um2: 838
grt_pass1_vias: 232
crit_path_frequent_cell: "clkdlybuf4s50_1"
irDropWorstVdd_mv: 0.141
required_ps: 3200
synthesis.area_um2: 278
yosys_cells: 22
wl_per_cell_um: 8.56
path_cells: "clkdlybuf4s50_1 > xnor3_1 > nor4_1 > clkdlybuf4s50_1"
h-tree-depth: 1
skew_ps: 3.64
fin_crit_ps: 3050
hp-class: "register to register"
portBuffers: 14
layout-drive-gt1-share: 0.132
n_fill_cell: 397
clock-sinks: 4
syn_inst: 22
start_kind: "input pin"
pin_count: 15
tool_warnings: 25
core_um2: 3420
antenna_found_initial: 0
yosysTopAreaCell: "dfrtp_1"
fin_util: 0.144
worstMarginPinSlew_ps: 393
first_iter_violations: 9
drt-total-wl_um: 719
setup_violations: 0
chipWidth_um: 80
status: "finished, final reports clean"
cp_max_fo: 2
final.period_utilization: 0.761
largest_register: "wptr"
largest_reg_flops: 4
layout_setup_ws_ps: 955
r2r_slack_ps: 2120
reg_top3: "wptr (4)"
ant_nets: 0
synth.avg_cell_area_um2: 12.6
rsz0062_at_grt: "false"
hold_buffers: 0
cp_num_buf_inv: 2
clk_pin_slew_worst_paths_ps: 30
overflow: 0
fin_tns_setup_ps: 0
die.size.y_um: 80
rows: 21
top_cell_area_share: 0.360
power_leakage_nw: 0.200
end_kind: "output pin"
grt_max_degree: 6
area_leaders: "dfrtp_1, xor2_1, o41ai_4"
critPathArrivalTime_ps: 2250
clock_latency_ps: 240
post_cts_buffers: 0
crit_slowest_cell: "clkdlybuf4s50_1"
routed-via-count: 216
ctsRootBufferMaster: "clkbuf_4"
slew_headroom: 0.737
critPathTopFamily: "buffers and inverters"
yosys_area_um2: 278
slew_violations: 0
slowest_delay_ps: 520
gr-usage-all-layers: 0.0232
dr.pass1.iters: 4
ctsResizeCount: 0
[logic make-up after synthesis]
kind of cell               Yosys count  share of synthesized area
adders and majority gates            2                     0.0901
buffers and inverters                2                     0.0315
xor gates and xnor gates             8                      0.302
DFF                                  4                      0.360
AOI/OAI and AO/OA                    1                     0.0991
and+or+nand+nor                      4                     0.0631
muxes                                1                     0.0540
[final cells by class]
type,instances,area (um^2),share of cell area
multi-input combinational,16,169,0.343
tap,46,57.6,0.117
timing repair buffer,14,140,0.284
inverter,1,3.75,0.00761
sequential,4,100,0.203
clock buffer,3,22.5,0.0457
[stage by stage]
step                      total power [mW]  hold slack [ps]  instances
after detailed placement             0.371              554         81
final                                0.413              558         84
after CTS                            0.428              562         84
after global routing                 0.460              605         84
after floorplan                      0.227              472         22
after global placement               0.370              525         81
[synth_stat cells]
master    number
dfrtp_1        4
nor4_1         1
mux2_4         1
clkbuf_2       1
o41ai_4        1
xnor2_1        2
nor2_1         2
xnor3_1        1
xor2_1         5
nand2_1        1
ha_1           2
inv_1          1
[layer usage]
layer / global-route usage / part of all wire
met4: 0.00352 / 0
met2: 0.0273 / 0.41
met1: 0.0234 / 0.37
met3: 0.0330 / 0.22
met5: 0 / 0
[where the power goes]
group / switching [mW] / internal (mW)
Combinational: 0.0882 / 0.177
Clock: 0.0164 / 0.0335
Sequential: 0.0348 / 0.0628
[final timing paths]
check / startpoint / end / cells after the start
max in group asynchronous: wrst_n / wptr[0] / 1
worst min-delay path: wptr[0] / wptr[0] / 1
worst min register to register: wptr[0] / wptr[0] / 1
min in group asynchronous: wrst_n / wptr[3] / 1
worst max-delay path: gray_rptr[2] / wfull / 4
worst max register to register: wptr[2] / wptr[1] / 4
[worst reg2reg max path, delay by kind of cell (launching register included)]
kind / cells / cell delay, ps
multiplexers: 1 / 330
flip-flops: 1 / 430
XOR/XNOR: 1 / 200
adder cells (fa/ha/maj): 1 / 330
AND-OR/OR-AND: 1 / 460
Power figures rest on the tool's default switching activity, not on a simulated workload.
