===== flow/config.mk =====
export PLATFORM = sky130hd
export DESIGN_NAME = FIFO_rptr
export DESIGN_NICKNAME = FIFO_rptr
export VERILOG_FILES = /design/flow/design.v
export SDC_FILE = /design/flow/constraint.sdc
export NUM_CORES = 4
export LEC_CHECK = 1
export CORE_AREA = 10 10 70 70
export DIE_AREA = 0 0 80 80

===== flow/design.v =====
module FIFO_rptr (r_clk,rrst_n,rinc,rempty,r_addr,gray_rptr,gray_wptr);
	parameter POINTER_WIDTH=4;
	input r_clk,rrst_n;
	input rinc;
	input [POINTER_WIDTH-1:0]gray_wptr;
	output  [POINTER_WIDTH-2:0] r_addr;
	output  [POINTER_WIDTH-1:0] gray_rptr;
	output  rempty;
	reg [POINTER_WIDTH-1:0]rptr; 
	always @(posedge r_clk or negedge rrst_n) begin
		if(!rrst_n)
			rptr<=0;
		else begin
			if(!rempty && rinc)
				rptr<=rptr+1;
		end	
	end
	binary_to_gray #(.POINTER_WIDTH( POINTER_WIDTH )) b2g(rptr,gray_rptr);
	assign r_addr=rptr[POINTER_WIDTH-2:0];
	assign rempty=(gray_wptr==gray_rptr);
endmodule
module binary_to_gray (binary,gray);
	parameter POINTER_WIDTH = 4;
	input [POINTER_WIDTH-1:0] binary;
	output reg [POINTER_WIDTH-1:0] gray;
	integer i;
	always @(*) begin
		gray[POINTER_WIDTH-1] = binary[POINTER_WIDTH-1];
		for (i=POINTER_WIDTH-2;i>=0;i=i-1) begin
			gray[i]=binary[i+1]^binary[i];
		end
	end
endmodule

===== flow/constraint.sdc =====
current_design FIFO_rptr

set clk_period 4.0
set clk_io_pct 0.2

create_clock -name clk0 -period $clk_period [get_ports {r_clk}]

set non_clock_inputs [all_inputs -no_clocks]
set_input_delay [expr $clk_period * $clk_io_pct] -clock clk0 $non_clock_inputs
set_output_delay [expr $clk_period * $clk_io_pct] -clock clk0 [all_outputs]

===== flow/run.sh =====
#!/bin/bash
# OpenROAD 26Q1-2900-gdf79404cd8, Yosys 0.63+post, stock flow scripts
make -C /OpenROAD-flow-scripts/flow DESIGN_CONFIG=/design/flow/config.mk WORK_HOME=/design/flow/orfs finish

==> out/results.ini <==
[status]
status = finished, final reports clean

[route]
antenna-diode-count = 0
avgRoutedWirePerCell_um = 8.78
vias = 233
drcViolationCount = 0
firstDrtPassIters = 2
drt_iter0_drc = 7
ant_nets = 0
avgViaCountPerCell = 2.68
drt-total-wl_um = 764

[final_timing]
worstMarginPinSlew_ns = 0.332
max_clock_freq_mhz = 329
clock_skew_ns = 0.00113
fin_setup_tns_ns = 0
fin_crit_ns = 3.04
setup_viol = 0
drv_slew = 0
hold_violations = 0
max_slew_margin_pct = 77.6
hold_slack_ns = 0.541
rsz0062_at_grt = no
finalCritPeriodShare_pct = 76.0

[cts]
clk_pin_slew_ns = 0.03
post_cts_buffers = 0
cts_tree = done
clkSinkCount = 4
htreeDepth = 1
cts_buffer_depth = 2
cts_root_buffer = clkbuf_4
post_cts_resized = 0
insertion_delay_ns = 0.23
cts.hold.buffers_added = 0
numCtsBuffers = 3

[worst_setup_path]
cp_slowest_stage_delay_ns = 0.48
cp_slowest_cell = clkdlybuf4s50_1
end_kind = output port
r2r_end = rptr[1]
cp_top_family = buffers and inverters
arrival_ns = 2.24
cp_max_fo = 5
r2r_slack_ns = 2.27
cpMostUsedCell = clkdlybuf4s50_1
path_class = in2out
reg2reg_depth = 5
cp.required_ns = 3.20
cp.buffers_inverters = 2
path_cells = clkdlybuf4s50_1 > xnor3_1 > nand3_2 > nor2_1 > clkdlybuf4s50_1
crit_path_start_kind = input port
rr_startpoint = rptr[2]

[grt]
grt_pass1_vias = 260
grt_overflow = 0
grt_max_degree = 7
grt_antenna_before_repair = 0
grtUsageTotal_pct = 2.37
grt_pass1_wl_um = 1190

[placement]
dp_hpwl_um = 679
gp_congestion = 0.701
dp_cells = 84
port_buffers = 14

[synthesis]
yosysTopAreaCell = dfrtp_1
ys_ff = 4
area_leaders = dfrtp_1, xnor2_1, ha_1
top_cell_area_share_pct = 36.5
syn_area_per_cell_um2 = 11.4
ys.flop_type = dfrtp_1
ys_types = 14
syn_area_um2 = 274
edf_count = 0
ys_cells = 24
postSynthSeqShare_pct = 36.5
syn_inst = 24
yosysWarnings = 2
async_flop_share_pct = 100
yosys_area_um2 = 274

[worst_hold_path]
hold_start = rptr[0]
hold_depth = 1
hp-class = reg2reg
hold_end = rptr[0]

[final_layout]
fill_cells = 398
lay_top_count = clkdlybuf4s50_1
lay_top_cells = clkdlybuf4s50_1, xnor2_1, dfrtp_1
largest_reg_flops = 4
reg.largest.list = rptr: 4 flops
drive_gt1_share_pct = 14.6
largest_register = rptr
flop_area_um2 = 100
mi_logic_area_um2 = 170
final-instance-count-excl-fill = 87
areaGrowthSynthToFinish_pct = 80.4

[power]
power_leakage_nw = 0.194
p_per_area_mw_per_mm2 = 804
ir_drop_uv = 167

[die]
core.rowCount = 21
dieWidth_um = 80
fp_util_pct = 8.02
ios = 15
core_area_mm2 = 0.00342
die_area_mm2 = 0.00640
die_y_um = 80

[run]
max_cap_viol_count = 0
openroad.warnings = 25

power by group:
part | leakage (nW) | total, W | switching (W) | internal (W)
Combinational | 0.132 | 0.000253 | 0.0000799 | 0.000174
Clock | 0.0138 | 0.0000493 | 0.0000158 | 0.0000335
Sequential | 0.0475 | 0.0000944 | 0.0000321 | 0.0000623
Total | 0.194 | 0.000397 | 0.000128 | 0.000269
cells by family after synthesis:
group,Yosys count,share of synthesized area (%)
buffers and inverters,1,1.37
muxes,1,5.48
DFF,4,36.5
xor gates and xnor gates,7,27.4
AOI/OAI and AO/OA,3,9.13
adders and majority gates,2,9.13
and+or+nand+nor,6,11.0
metrics by stage:
step / area, µm² / total power [W] / setup WS (ns) / util [%]
6_report: 494 / 0.000397 / 0.961 / 14.5
2_1_floorplan: 274 / 0.000208 / 1.95 / -
5_1_grt: 494 / 0.000435 / 0.835 / 14.5
3_5_place_dp: 472 / 0.000355 / 0.932 / 13.8
4_1_cts: 494 / 0.000410 / 0.925 / 14.5
3_3_place_gp: 472 / 0.000354 / 0.949 / 13.8
cell type report:
type	count	area share, %
multi-input cells	19	34.4
clock buffers	3	4.56
well taps	46	11.6
repair buffers	14	28.4
inverters	1	0.759
flip-flops and latches	4	20.3
worst max path at each step:
stage | start | end | cells past startpoint
4_1_cts | gray_wptr[2] | rempty | 5
5_1_grt | gray_wptr[2] | rempty | 5
6_report | gray_wptr[2] | rempty | 5
per-layer routing:
layer	wire length (µm)	track usage, %
met2	280	3.21
met3	147	1.82
met4	21	0.880
met1	314	2.76
met5	0	0
synth_stat cells (all sizes together), types with 2 or more instances:
| cell | number |
|---|---|
| xnor2 | 4 |
| nand2 | 2 |
| nand3 | 2 |
| nor2 | 2 |
| ha | 2 |
| dfrtp | 4 |
| xor2 | 2 |
Power is estimated from default activity; no workload was simulated.
