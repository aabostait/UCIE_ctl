[./config.mk]
export PLATFORM = sky130hd
export DESIGN_NAME = FIFO_Memory
export DESIGN_NICKNAME = FIFO_Memory
export VERILOG_FILES = /design/flow/design.v
export SDC_FILE = /design/flow/constraint.sdc
export NUM_CORES = 4
export LEC_CHECK = 1
export CORE_UTILIZATION = 50
[./constraint.sdc]
current_design FIFO_Memory

set clk_period 1.6
set clk_io_pct 0.2

create_clock -name clk0 -period $clk_period [get_ports {w_clk}]

set non_clock_inputs [all_inputs -no_clocks]
set_input_delay [expr $clk_period * $clk_io_pct] -clock clk0 $non_clock_inputs
set_output_delay [expr $clk_period * $clk_io_pct] -clock clk0 [all_outputs]
[./design.v]
module FIFO_Memory (w_clk,rst,w_data,w_en,w_addr,r_addr,r_data);
	parameter FIFO_DEPTH = 8;
	parameter DATA_WIDTH = 8;
	input [DATA_WIDTH-1:0] w_data;
	input w_en;
	input w_clk,rst;
	input [$clog2(FIFO_DEPTH)-1:0] r_addr;
	input [$clog2(FIFO_DEPTH)-1:0] w_addr;
	output  [DATA_WIDTH-1:0] r_data;
	integer i;
	reg [DATA_WIDTH-1:0] FIFO_MEM [FIFO_DEPTH-1:0];
	always @(posedge w_clk or negedge rst) begin
		if(!rst) begin
			for(i=0;i<FIFO_DEPTH;i=i+1)
				FIFO_MEM[i]<=0;
		end
		else begin
			if(w_en)
				FIFO_MEM[w_addr]<=w_data;
		end
	end
	assign r_data=FIFO_MEM[r_addr];
endmodule
[./run.sh]
#!/bin/bash
# OpenROAD 26Q1-2900-gdf79404cd8, Yosys 0.63+post, stock flow scripts
make -C /OpenROAD-flow-scripts/flow DESIGN_CONFIG=/design/flow/config.mk WORK_HOME=/design/flow/orfs finish
==> flow_summary_export.csv <==
group,metric,value,unit
detailed_routing,route.detailed.drc,0,
global_route,grt_util_met1,0.373,
clock_tree,tritoncts.num_buffers,9,
critical_path,crit_path_frequent_cell,"sky130_fd_sc_hd__buf_6",
detailed_routing,drt-wirelength-per-cell,19.0,um
placement,place_area,3610,um^2
clock_tree,cts_tree,"done",
detailed_routing,via_count,2048,
critical_path,critPathCaptureType,"primary output",
sta,worst-slew-pin-transition,0.494,ns
hold_path,timing.hold.worst.class,"input port to asynchronous set/reset pin",
placement,globalplace.congestion,0.826,
critical_path,cp-start-kind,"input port",
finish,top_registers,"FIFO_MEM x64",
critical_path,critical_path_buf_inv_count,5,
power,largest_voltage_drop_on_the_vdd_net,0.579,mV
sta,setup_repair_after_global_routing_missed_its_margin,"yes",
critical_path,cpLargestDelayFamily,"multiplexers",
logic_synthesis,synth.yosys.num_cells,215,
placement,placement.io_buffers,24,
logic_synthesis,synth-edff-count,0,
power,combPwrFrac,0.225,
finish,num-fill-cells,370,
logic_synthesis,mappedNetlistArea,3020,um^2
power,power-per-cell-area,1060,nW/um^2
finish,regMostFlops,"FIFO_MEM",
die,pin_count,25,
clock_tree,clk-insertion-delay-late,0.33,ns
power,internal_power,3.11,mW
power,net-switching-power,1.12,mW
sta,maxClockFrequency,567,MHz
finish,post_route_cells_drive_above_1_share,0.569,
critical_path,timing.critical_path.arrival,1.44,ns
finish,largest_register_ffs,64,
detailed_routing,drt-vias-per-instance,5.80,
die,fp-utilization,0.532,
critical_path,setup.worst_path.class,"input port to primary output",
logic_synthesis,netlist_top_cells_area,"sky130_fd_sc_hd__dfrtp_1 53%, sky130_fd_sc_hd__mux2_2 24%, sky130_fd_sc_hd__mux2i_1 6.3%",
sta,timing_hold_violations_final,0,
detailed_routing,firstDrtPassIters,4,
placement,place_hpwl,4.28,mm
global_route,global_route.peak_usage_layer,"met2",
logic_synthesis,ys_dominant_reg_cell,"sky130_fd_sc_hd__dfrtp_1",
die,floorplan.core_area,5680,um^2
sta,finalCritPeriodShare,1.10,
placement,pre_cts_slack,-0.841,ns
outcome,run_status,"finished with violations",
power,power.switching_fraction,0.265,
finish,final_design_area_no_fill,4000,um^2
global_route,met3_demand_to_capacity_share_in_global_routing,0.0615,
global_route,grt_start_max_net_pins,25,
logic_synthesis,ys_seq_frac,0.530,
finish,areaGrowthSynthToFinish,32.4,%
global_route,antenna_found_initial,0,
logic_synthesis,avg_cell_area_syn,14.0,um^2
finish,seqCellArea,1600,um^2
global_route,grt_pass1_wl,11.1,mm
power,p_clk_frac,0.265,
logic_synthesis,synth_flops,64,
detailed_routing,antenna_left,0,
critical_path,cp_data_required_time,1.28,ns
clock_tree,cts.root.buffer_cell,"sky130_fd_sc_hd__clkbuf_8",
critical_path,cp_cell_sequence,"buf_6 > buf_6 > buf_4 > buf_6 > mux4_2 > nand2_2 > a21oi_2 > buf_2",
die,std_cell_rows,27,
logic_synthesis,asyncSetResetFlopFracSynth,1.00,
logic_synthesis,post_synth_inst_count,215,
detailed_routing,finalWirelength,6.72,mm
flow_run,warning_count,28,
power,share_seq_of_total_power,0.510,
sta,finalSetupViolations,8,
sta,min_period,1.76,ns
logic_synthesis,yosys_chip_area,3020,um^2
sta,timing.clock.skew,0,ns
die,die_x,79.7,um
flow_run,drv_cap,0,
power,leakage,1.74,nW
logic_synthesis,synth.yosys.warnings,2,
clock_tree,clk_pin_slew_worst_paths,0.07,ns
logic_synthesis,yosys.area.top_type,"sky130_fd_sc_hd__dfrtp_1",
detailed_routing,drt_first_iter_violations,93,
finish,layout.area.comb,1450,um^2
global_route,gr-total-overflow,0,
global_route,grtUsageTotal,0.245,
clock_tree,clockBufferDepth,2,
die,die_y_size,79.7,um
clock_tree,clock_sink_count,64,
global_route,first_global_vias,2195,
global_route,grt_util_met2,0.373,
sta,final.setup.worst_slack,-0.165,ns
detailed_routing,detail_route.antenna_diodes,0,
die,design.die.area,6350,um^2
sta,final-max-slew-violation-count,0,
logic_synthesis,ys_types,29,
critical_path,worst-path-max-fanout,4,
sta,slew-limit-headroom,0.670,
logic_synthesis,top_cell_area_share,0.530,
critical_path,cpPeakStageDelay,0.51,ns
outcome,violations,"setup timing",
critical_path,critPathSlowestCell,"sky130_fd_sc_hd__mux4_2",
clock_tree,h-tree-depth,3,
==> stage by stage <==
stage	total power [mW]	std cells	utilization	hold WS, ns	setup TNS, ns
3_5_place_dp	3.06	327	0.637	0.311	-18.61
4_1_cts	4.21	353	0.696	0.503	-1.24
5_1_grt	4.46	353	0.705	0.516	-1.08
3_3_place_gp	3.01	327	0.637	0.312	-16.98
6_report	4.23	353	0.705	0.491	-0.660
2_1_floorplan	2.69	215	-	0.0244	0
==> worst register-to-register path: stages, from the launching register on <==
cell                      delay (ns)
sky130_fd_sc_hd__dfrtp_1        0.38
sky130_fd_sc_hd__buf_4          0.13
sky130_fd_sc_hd__mux2_2         0.25
==> routing by layer <==
metal  wire (um)  vias up
li1            -      936
met1        3060     1031
met2        3030       60
met3         429       21
met4         193        0
met5           0        -
==> repair_timing <==
action | 4_1_cts | 5_1_grt
gates cloned | 1 | 0
setup endpoints to repair | 8 | 8
gates resized | 61 | 17
pin swaps | 12 | 4
hold buffers | 1 | 0
hold endpoints to repair | 17 | 0
buffers inserted | 9 | 1
==> layout by cell type, fill, tap and decap left out, drive strengths merged <==
cell type      netlist  routed
mux2                65      65
dfrtp               64      64
buf                 11      51
mux2i               19      19
clkdlybuf4s50        0      12
clkbuf               2      11
nor3b                8       8
o22a                 6       6
a211oi               6       6
o22ai                6       6
nor2                 4       4
nand2                4       4
nand4b               3       3
clkinv               0       3
nand2b               3       3
inv                  2       2
a21oi                2       2
nor3                 2       2
o221ai               1       1
mux4                 1       1
or3                  1       1
a211o                1       1
a32oi                1       1
o2bb2a               1       1
a31oi                1       1
nand4                1       1
clkinvlp             0       1
dlygate4sd3          0       1
==> cell type report <==
| type | instances | area share |
|---|---|---|
| clock buffer | 11 | 0.0329 |
| clock inverter | 4 | 0.00563 |
| inverter | 2 | 0.00188 |
| multi-input combinational | 136 | 0.363 |
| sequential | 64 | 0.401 |
| tap | 72 | 0.0225 |
| timing repair buffer | 64 | 0.174 |
==> path summary, 6_finish.rpt <==
check	from	endpoint	slack [ns]	cells after the start
max	r_addr[0]	r_data[2]	-0.16	8
min	rst	FIFO_MEM[6][7]	0.49	2
max reg2reg	FIFO_MEM[7][2]	FIFO_MEM[7][2]	0.73	2
min reg2reg	FIFO_MEM[1][4]	FIFO_MEM[1][4]	0.51	1
max in group asynchronous	rst	FIFO_MEM[1][5]	0.62	3
min in group clk0	FIFO_MEM[1][4]	FIFO_MEM[1][4]	0.51	1
==> cell usage after synthesis (2+ instances only) <==
master and count:
sky130_fd_sc_hd__a211oi_1 6, sky130_fd_sc_hd__nand2_1 4, sky130_fd_sc_hd__nand4b_1 3, sky130_fd_sc_hd__nor2_1 4
sky130_fd_sc_hd__clkbuf_1 2, sky130_fd_sc_hd__nor3b_4 2, sky130_fd_sc_hd__o22a_1 6, sky130_fd_sc_hd__buf_2 8
sky130_fd_sc_hd__nand2b_1 2, sky130_fd_sc_hd__a21oi_1 2, sky130_fd_sc_hd__dfrtp_1 64, sky130_fd_sc_hd__inv_1 2
sky130_fd_sc_hd__buf_4 2, sky130_fd_sc_hd__mux2i_1 19, sky130_fd_sc_hd__mux2_2 65, sky130_fd_sc_hd__o22ai_1 6
sky130_fd_sc_hd__nor3b_1 6
==> power by group through the flow <==
stage	logic, mW	registers (mW)	clock network, mW
global route	1.03	2.21	1.22
CTS	0.920	2.15	1.14
finish	0.952	2.16	1.12
==> kinds of logic (layout without fill, tap and decap cells) <==
group | after synthesis | count (layout) | synth area share
mux | 85 | 85 | 0.313
compound gates | 25 | 25 | 0.0622
buf+inv | 15 | 81 | 0.0269
flops | 64 | 64 | 0.530
simple gates | 26 | 26 | 0.0676
Power and IR drop assume default switching activity.
